==> ./design.v <==
`timescale 1ns / 1ps
module synchronizer_module(  
    input logic clk,
    input logic [15:0] switches_input,
    output logic [15:0] synchronized_output
    );
    logic [15:0] registers [0:1];  
    always_ff @(posedge clk) begin
          registers[0] <= switches_input;  
          registers[1] <= registers[0];    
    end
   assign synchronized_output = registers[1];
endmodule
==> ./run.sh <==
#!/bin/bash
# OpenROAD 26Q1-2900-gdf79404cd8, Yosys 0.63+post, stock flow scripts
make -C /OpenROAD-flow-scripts/flow DESIGN_CONFIG=/design/flow/config.mk WORK_HOME=/design/flow/orfs finish
==> ./config.mk <==
export PLATFORM = sky130hd
export DESIGN_NAME = synchronizer_module
export DESIGN_NICKNAME = synchronizer_module
export VERILOG_FILES = /design/flow/design.v
export SDC_FILE = /design/flow/constraint.sdc
export NUM_CORES = 4
export LEC_CHECK = 1
export CORE_AREA = 10 10 80 80
export DIE_AREA = 0 0 90 90
==> ./constraint.sdc <==
current_design synchronizer_module

set clk_period 1.0
set clk_io_pct 0.2

create_clock -name clk0 -period $clk_period [get_ports {clk}]

set non_clock_inputs [all_inputs -no_clocks]
set_input_delay [expr $clk_period * $clk_io_pct] -clock clk0 $non_clock_inputs
set_output_delay [expr $clk_period * $clk_io_pct] -clock clk0 [all_outputs]
==> flow_summary.json <==
{
  "peakVddDrop_v": 0.000874,
  "dp.cells": 131,
  "cp-start-kind": "register",
  "postSynthSeqShare_pct": 100,
  "comb_power_share_pct": 3.6,
  "path_max_fanout": 1,
  "grt_max_degree": 11,
  "dr.pass1.iters": 2,
  "power.leakage_nw": 0.467,
  "yosysMostFrequentCell": "dfxtp_1",
  "path_clk_slew_ns": 0.06,
  "fin_crit_ns": 0.954,
  "run_status": "finished clean",
  "period_used_pct": 95.4,
  "final_cells": 139,
  "avgSynthCellArea_um2": 20.0,
  "grt_use_total_pct": 3.21,
  "cts_buffers": 5,
  "ys.flops": 32,
  "crit_chain": "clkdlybuf4s15_1",
  "reg_top3": "registers: 32 flops",
  "holdPathStages": 0,
  "p_int_mw": 2.31,
  "top_register": "registers",
  "p_per_area_nw_per_um2": 2420,
  "crit_type": "register to output pin",
  "max_stage_delay_ns": 0.30,
  "slew_headroom_pct": 95.8,
  "cts_tree": "yes",
  "fp-utilization_pct": 13.6,
  "ys_area_um2": 641,
  "antenna_cells": 0,
  "power_frac_clock_pct": 47.1,
  "worstMarginPinSlew_ns": 0.0632,
  "grt_antenna_before_repair": 0,
  "clkLatencyLatePin_ns": 0.27,
  "synth.distinct_cells": 1,
  "drv_cap": 0,
  "rsz0062_at_grt": "false",
  "die-area_um2": 8100,
  "cp.depth": 1,
  "rr_worst_depth": 0,
  "cp-end-kind": "output pin",
  "edf_count": 0,
  "ys_async_sr_fraction_pct": 0,
  "drcViolationCount": 0,
  "syn2layout_area_growth_pct": 77.9,
  "power.share.sequential_pct": 49.4,
  "top_cells_by_area": "dfxtp_1",
  "gp_congestion": 0.676,
  "final-hold-violation-count": 0,
  "maxSlewViolCount": 0,
  "required_ns": 0.80,
  "crit_buf_inv": 1,
  "max_freq_mhz": 1050,
  "setup_viol": 0,
  "logic_gate_count": 0,
  "htreeDepth": 2,
  "tns_ns": 0,
  "first_global_vias": 349,
  "clock_tree.root_cell": "clkbuf_8",
  "arrival_ns": 0.75,
  "top_area_share_pct": 100,
  "portBuffers": 32,
  "wl_per_cell_um": 9.81,
  "grt_pass1_wl_um": 1880,
  "fp.dieH_um": 90,
  "n_fill_cell": 484,
  "via_count": 337,
  "via_per_inst": 2.42,
  "io_pins": 33,
  "final_layout_size_suffix_gt1_share_pct": 25.0,
  "worstHoldPathType": "register to register",
  "post_cts_buffers": 0,
  "yosys_warnings": 2,
  "grt-ovfl-total": 0,
  "finalPower_mw": 2.75,
  "cts_sinks": 32,
  "top_area_cell": "dfxtp_1",
  "p_switching_mw": 0.448,
  "wl_um": 1360,
  "warning_count": 25,
  "swShare_pct": 16.3,
  "dr.first_iter.drc_count": 4,
  "die_x_um": 90,
  "drtAntennaViolNets": 0,
  "row_count": 25,
  "largest_reg_flops": 32,
  "postCtsHoldBufs": 0,
  "logic_area_um2": 0,
  "synth_top_flop_cell": "dfxtp_1",
  "synth_area_um2": 641,
  "crit_family": "flip-flops",
  "cts_buffer_depth": 2,
  "clock-skew-final_ns": 0.000628,
  "slowest_stage": "dfxtp_1",
  "core_um2": 4720,
  "synthCells": 32,
  "ys_cells": 32,
  "common_cells": "dfxtp_1"
}
## per-layer routing
metal  part of all wire [%]  vias to the layer above  global-route usage, %  routed length (µm)
met1                     35                      136                   2.36                 483
met5                      0                        -                      0                   0
met4                   0.88                        0                  0.531                  12
met3                     15                        4                   3.35                 200
li1                       -                      174                      -                   -
met2                     49                       23                   5.63                 666
## cells by family after synthesis
group / share of synthesized area [%]
flip-flops: 100
## stage by stage
step	instance area [µm²]	hold WS (ns)	setup slack (ns)	utilization (%)
after floorplan	641	0.228	0.538	-
after global placement	1040	0.312	0.0259	22.1
after detailed placement	1040	0.312	0.0206	22.1
after CTS	1170	0.326	0.0108	24.8
after global routing	1140	0.328	0.0000778	24.1
final	1140	0.326	0.0465	24.1
## power groups by stage
| stage | clock, mW | combinational (mW) | sequential [mW] |
|---|---|---|---|
| after CTS | 1.32 | 0.109 | 1.36 |
| after global routing | 1.39 | 0.107 | 1.36 |
| final | 1.30 | 0.0980 | 1.36 |
## worst paths after layout
path,end,slack (ns),from
setup / recovery,synchronized_output[15],0.05,registers[1][15]
hold / removal,registers[1][1],0.33,registers[0][1]
setup reg to reg,registers[1][12],0.60,registers[0][12]
hold reg to reg,registers[1][1],0.33,registers[0][1]
## timing repair
action                     4_1_cts  5_1_grt
pin swaps                        0        0
setup endpoints to repair       16        9
hold endpoints to repair         0        0
gates resized                   33        9
## placed cells by master (no fill, tap or decap)
| cell | synthesis | final |
|---|---|---|
| dfxtp_1 | 32 | 29 |
| clkdlybuf4s50_1 | 0 | 16 |
| clkdlybuf4s15_1 | 0 | 9 |
| clkbuf_8 | 0 | 7 |
| clkbuf_2 | 0 | 7 |
| dfxtp_2 | 0 | 3 |
| bufinv_16 | 0 | 1 |
## layout make-up
| type | count | area (µm²) | area share, % |
|---|---|---|---|
| clock buffer | 7 | 96.3 | 8.45 |
| clock inverter | 1 | 30.0 | 2.63 |
| timing repair buffer | 32 | 285 | 25.0 |
| sequential | 32 | 644 | 56.5 |
| tap | 67 | 83.8 | 7.35 |
No activity file was given, so power comes from the tool's default toggle rates.
